==> /design/flow/design.v <==
`timescale 100 ns / 1 ns
module sevseg_decoder(val, a, b, c, d, e, f, g);
  input [3:0] val;
  output reg a, b, c, d, e, f, g;
  parameter led_on = 1'b0;
  parameter led_off = 1'b1;
  always @(val)
  	case (val)
  		4'h0: begin
  			a = led_on;
  			b = led_on;
  			c = led_on;
  			d = led_on;
  			e = led_on;
  			f = led_on;
  			g = led_off;
  		end
  		4'h1: begin
  			a = led_off;
  			b = led_on;
  			c = led_on;
  			d = led_off;
  			e = led_off;
  			f = led_off;
  			g = led_off;
  		end
  		4'h2: begin
  			a = led_on;
  			b = led_on;
  			c = led_off;
  			d = led_on;
  			e = led_on;
  			f = led_off;
  			g = led_on;
  		end
  		4'h3: begin
  			a = led_on;
  			b = led_on;
  			c = led_on;
  			d = led_on;
  			e = led_off;
  			f = led_off;
  			g = led_on;
  		end
  		4'h4: begin
  			a = led_off;
  			b = led_on;
  			c = led_on;
  			d = led_off;
  			e = led_off;
  			f = led_on;
  			g = led_on;
  		end
  		4'h5: begin
  			a = led_on;
  			b = led_off;
  			c = led_on;
  			d = led_on;
  			e = led_off;
  			f = led_on;
  			g = led_on;
  		end
  		4'h6: begin
  			a = led_on;
  			b = led_off;
  			c = led_on;
  			d = led_on;
  			e = led_on;
  			f = led_on;
  			g = led_on;
  		end
  		4'h7: begin
  			a = led_on;
  			b = led_on;
  			c = led_on;
  			d = led_off;
  			e = led_off;
  			f = led_off;
  			g = led_off;
  		end
  		4'h8: begin
  			a = led_on;
  			b = led_on;
  			c = led_on;
  			d = led_on;
  			e = led_on;
  			f = led_on;
  			g = led_on;
  		end
  		4'h9: begin
  			a = led_on;
  			b = led_on;
  			c = led_on;
  			d = led_off;
  			e = led_off;
  			f = led_on;
  			g = led_on;
  		end
  		4'hA: begin
  			a = led_on;
  			b = led_on;
  			c = led_on;
  			d = led_off;
  			e = led_on;
  			f = led_on;
  			g = led_on;
  		end
  		4'hB: begin
  			a = led_off;
  			b = led_off;
  			c = led_on;
  			d = led_on;
  			e = led_on;
  			f = led_on;
  			g = led_on;
  		end
  		4'hC: begin
  			a = led_on;
  			b = led_off;
  			c = led_off;
  			d = led_on;
  			e = led_on;
  			f = led_on;
  			g = led_off;
  		end
  		4'hD: begin
  			a = led_off;
  			b = led_on;
  			c = led_on;
  			d = led_on;
  			e = led_on;
  			f = led_off;
  			g = led_on;
  		end
  		4'hE: begin
  			a = led_on;
  			b = led_off;
  			c = led_off;
  			d = led_on;
  			e = led_on;
  			f = led_on;
  			g = led_on;
  		end
  		default: begin
  			a = led_on;
  			b = led_off;
  			c = led_off;
  			d = led_off;
  			e = led_on;
  			f = led_on;
  			g = led_on;
  		end
  	endcase
endmodule
==> /design/flow/run.sh <==
#!/bin/bash
# OpenROAD 26Q1-2900-gdf79404cd8, Yosys 0.63+post, stock flow scripts
make -C /OpenROAD-flow-scripts/flow DESIGN_CONFIG=/design/flow/config.mk WORK_HOME=/design/flow/orfs finish
==> /design/flow/config.mk <==
export PLATFORM = sky130hd
export DESIGN_NAME = sevseg_decoder
export DESIGN_NICKNAME = sevseg_decoder
export VERILOG_FILES = /design/flow/design.v
export SDC_FILE = /design/flow/constraint.sdc
export NUM_CORES = 4
export LEC_CHECK = 1
export CORE_AREA = 10 10 70 70
export DIE_AREA = 0 0 80 80
==> /design/flow/constraint.sdc <==
current_design sevseg_decoder

set clk_period 1.1
set clk_io_pct 0.2

create_clock -name clk0 -period $clk_period

set non_clock_inputs [all_inputs -no_clocks]
set_input_delay [expr $clk_period * $clk_io_pct] -clock clk0 $non_clock_inputs
set_output_delay [expr $clk_period * $clk_io_pct] -clock clk0 [all_outputs]
==> out/notes.md <==
The run finished, with violations left. The final reports fail on setup timing. The worst setup path is captured at an output pin. The mean instance size in the synthesized netlist works out to 7.924 sq um. The maximum vdd ir drop came out at 61.42 uV. Note, the detailed placer reported a final HPWL of 682.1 um.

The count of buffers added on input and output ports is 11. Dividing total power by cell area gives a power density of 338.1 nW/um^2. The final cycle utilization of the critical path came out at 1.228. After synthesis, the most frequently instantiated cells are ha_1, inv_1, nor2_1.

For the total standard cell area after synthesis, the log shows 285.3 sq um. The run gives 4 for the top fanout value on the critical path. The logs give 0.2153 mW for the total power and 0.2812 nW for the leakage power total. The type of the worst setup path was in2out. The initial standard-cell utilization of the core was 0.08352.

The initial antenna violation count was 0; the number of distinct library cells after synthesis was 22. The part of the Yosys area used for sequential elements was 0; the area figure in the yosys stat output was 285.3 sq um. In this run, the number of DRC markers left after iteration 0 of detailed routing was 20. The required time reported for the critical path endpoint is 0.88 ns. The tally of yosys warning messages is 1, and the via count of the first global-routing pass is 325. Nets still carrying antenna violations after routing amount to 0. Setup repair after global routing could not meet its margin everywhere. The finished layout holds 108 standard cells, fillers aside.

Startpoint of the lowest-slack hold path: val[2]. The internal power was 0.1288 mW; the clock network fraction of total power was 0. The wire length recorded after detailed routing is 902 um. The worst-case setup margin in the final layout is -0.2513 ns, and the headroom to the max-slew limit is 0.9080.

The tools report the setup slack at placement as -1.047 ns. The most common cell in the synthesized netlist is ha_1. The final report lists the setup-violating endpoint count as 7.

The smallest hold slack came out at 0.7898 ns. The fraction of layout cells with a size suffix above 1 is 0.7903, and the number of max-capacitance violations reported is 0. In this run the layout overhead on the synthesized area is reported as 123.2%.

For this design the total switching power over the nets is 0.08655 mW. The core region is 3416 sq um. In the log, the iteration count for the first detailed-route pass is 2. The run gives 1.13 ns for the data arrival time of the worst path. 0 antenna diodes ended up in the layout. Ranked by total cell area, the synthesized netlist is headed by ha_1, buf_6, mux2i_1, mux2_4, o22ai_1.

Per the detail_route report, vias per standard cell equal 3.167. In this run the count of I/O pins placed on the die edge is 11. The timing-limited maximum frequency came out at 0.7400 GHz. The critical path startpoint was val[0]. For the routability congestion estimate from global placement, the log shows 0.7708.

For the cell total after placement, the log shows 101. The global-route wire length before repair came out at 1.552 mm. The DRC violation total left in the routed layout is recorded as 0.

The worst setup path is launched from an input pin. The net switching fraction of the power came out at 0.4019. The post-CTS hold buffer count recorded in the log is 0. In this run the vertical extent of the chip is 80 um. Summing all placed instances gives a cell area of 505.5 sq um. The pin count of the biggest net entering global routing is 9, and the register area is 0 sq um. Worst-margin pin slew: 0.1341 ns.

The yosys stat cell total came out at 36. The number of clock buffers in the layout is 0, and the count of vias placed by the detailed router is 342. The floorplan step defined a die boundary enclosing 6400 sq um. The total tool warning count was 39. The sequential share of power is 0, and the standard-cell row count is 21. There are 0 flip-flops and latches. The logs give 370 for the number of fill cells in the layout and 1.000 for the relative contribution of combinational cells to total power. After technology mapping, the gate count stands at 36. The worst path needs 1.351 ns of the cycle, external delays included.

With the global-route usage over all layers at 0.02840, the final-report hold violation count is 0. Summing all non-filler instances in the final layout gives an area of 636.9 sq um. Checking hold timing, the worst path is listed with class in2out. The x dimension of the die came out at 80 um.

The global route stage reports its total congestion overflow as 0. In the final report, the number of pins over their slew limit comes to 0. The proportion of netlist area held by the largest area contributor came out at 0.2632. The per-cell routed wire length is 8.352 um.

Of all cell types, the one taking the most synthesized area is ha_1.
per-layer routing:
metal	track usage	part of all wire	vias to the layer above
li1	-	-	181
met5	0	0	-
met4	0	0	0
met3	0.003409	0.043	0
met2	0.04494	0.46	6
met1	0.04219	0.49	155
cells in the final DEF, fill, tap and decap left out, drive strengths merged, types with 2 or more instances in the layout:
cell type,count
inv,4
mux2i,2
nor2,3
ha,6
a21oi,3
nand2b,2
o21ai,2
nand2,3
o22ai,3
buf,28
power by group through the flow:
stage / Clock, mW / Sequential, mW / Combinational, mW
final: 0 / 0 / 0.215
after global routing: 0 / 0 / 0.241
after CTS: 0 / 0 / 0.210
final cells by class:
cell class	instances	area (sq um)	area share
inverters	4	20.02	0.03143
well taps	46	57.56	0.09037
repair buffers	28	231.5	0.3635
multi-input cells	30	327.8	0.5147
critical path, stage by stage:
cell     delay, ns
buf_8         0.10
buf_6         0.12
ha_4          0.15
or2b_1        0.25
o22ai_2       0.14
nor2_1        0.05
buf_2         0.10
per-stage QoR:
| step | TNS (ns) | util |
|---|---|---|
| 2_1_floorplan | 0 | - |
| 3_3_place_gp | -6.747 | 0.1480 |
| 3_5_place_dp | -6.714 | 0.1480 |
| 4_1_cts | -1.396 | 0.1824 |
| 5_1_grt | -1.648 | 0.1864 |
| 6_report | -1.293 | 0.1864 |
timing repair:
| action | in CTS | in global routing |
|---|---|---|
| setup buffers | 8 | 0 |
| pin swaps | 10 | 2 |
| resized | 65 | 3 |
| setup endpoints to repair | 7 | 7 |
final timing paths:
| check | endpoint | slack (ns) | cells after the start |
|---|---|---|---|
| worst max-delay path | a | -0.25 | 7 |
| worst min-delay path | d | 0.79 | 3 |
kinds of logic after synthesis:
kind of cell | synth area share
adders and majority gates | 0.2632
buffers and inverters | 0.1316
and+or+nand+nor | 0.2194
muxes | 0.1228
AOI/OAI and AO/OA | 0.2632
No activity file was given, so power comes from the tool's default toggle rates.
