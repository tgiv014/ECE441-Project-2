==> flow/design.v <==
`timescale 100 ns / 1 ns
module clock_divider(clk, ar, q);
  input clk, ar;
  output reg q;
  reg  [25:0]  ctr;  
  always @ (posedge clk or negedge ar)
    if(~ar)  
      begin
        ctr = 26'd0;  
        q = 1'd0;
      end
    else
      if(ctr>=26'd25000000)  
        begin
          q = ~q;  
          ctr = 26'd0;  
        end
    else
      ctr = ctr + 1;  
endmodule
==> flow/run.sh <==
#!/bin/bash
# OpenROAD 26Q1-2900-gdf79404cd8, Yosys 0.63+post, stock flow scripts
make -C /OpenROAD-flow-scripts/flow DESIGN_CONFIG=/design/flow/config.mk WORK_HOME=/design/flow/orfs finish
==> flow/config.mk <==
export PLATFORM = sky130hd
export DESIGN_NAME = clock_divider
export DESIGN_NICKNAME = clock_divider
export VERILOG_FILES = /design/flow/design.v
export SDC_FILE = /design/flow/constraint.sdc
export NUM_CORES = 4
export LEC_CHECK = 1
export CORE_AREA = 10 10 93 93
export DIE_AREA = 0 0 103 103
==> flow/constraint.sdc <==
current_design clock_divider

set clk_period 4.3
set clk_io_pct 0.2

create_clock -name clk0 -period $clk_period [get_ports {clk}]

set non_clock_inputs [all_inputs -no_clocks]
set_input_delay [expr $clk_period * $clk_io_pct] -clock clk0 $non_clock_inputs
set_output_delay [expr $clk_period * $clk_io_pct] -clock clk0 [all_outputs]
==> reports/metrics.cfg <==
[route]
dr_wl_met2_microns=915
via_per_inst=4.168
num_vias=917
firstDrtPassIters=4
met1_length_microns=1264
routed-wl-met3_microns=68
insertedDiodeCount=0
top_layer=met4
routed_wl_microns=2255
routedWlPerCell_microns=10.25
ant_nets=0
drt_iter0_drc=63
drc=0

[placed_design]
gp_congestion=0.7544
place_ws_ns=2.378
place_area_sq_um=1518
port_buffers=2
dp_cells=216
dpl.hpwl_microns=1541

[global_routing]
grt_pass1_vias=918
grt_pass1_wl_microns=4195
gr-total-overflow=0
antenna_found_initial=0
grt_max_degree=28
grt_use_total=0.04695

[flow_run]
drv_cap=0
tool_warnings=27

[yosys]
syn_area_per_cell_sq_um=10.51
synth_cells=136
enable_flop_cells=0
ys_cells=136
ys.flop_type=dfrtp_1
yosys_warnings=1
synthArstFlopShare=1.000
yosys_area_sq_um=1429
synth_cell_types=30
synthesis.area_sq_um=1429
ys.flops=27
synth_seq_share=0.4729

[cells_and_area]
stdcell_count=220
final_layout_size_suffix_gt1_frac=0.1357
area_growth_pct=9.457
design_area_sq_um=1564

[clock_network]
cts_tree=yes
cts_hold_buffers=0
root_buffer=clkbuf_8
cts_sinks=27
clk_path_buf_depth=2
cts_resized=0
cts_setup_buffers=0
htree_levels=1
cts_buffers=3
clkTransAtPathRegs_ns=0.10
clock_latency_ns=0.27

[power]
power_density_nw_per_um2=314.6
total_power_uw=492.1
ir_drop_mv=0.2084
p_leak_uw=0.0006447
pwr-share-clk=0.291
comb_power_share=0.111
switchingPower_uw=128.0
p_int_uw=364.1
p_sw_frac=0.2601
pwr-share-seq=0.598

[floorplanning]
die-area_sq_um=10610
die_y_microns=103
num_rows=30
core_area_sq_um=6756
fp.dieW_microns=103
io_pins=3
fp_util=0.2115

[run_status]
status=complete, no violations

[final_timing]
maxClockFrequency_mhz=502.8
finalSetupViolations=0
finalCriticalPeriod_ns=1.989
fin_skew_ns=0.008294
worstMarginPinSlew_ns=0.5712
period_used_share=0.4625
drv_slew=0
fin_tns_setup_ns=0
fin_ws_ns=2.311
hold_viol=0
slew_headroom=0.6160
grt_setup_unrepaired=no

[setup_path]
critPathSlowestCell=clkdlybuf4s50_1
worstPathMaxFanout=2
r2r-start=ctr[6]$_DFF_PN0_
worstSetupPathType=reg -> out
critPathTopFamily=buffers and inverters
r2r_end=q$_DFFE_PN0P_
path_cells=clkdlybuf4s50_1
critPathLaunchType=flop
endpoint_kind=output port
r2r_cells=6
critPathRequiredTime_ns=3.44
critPathMaxStageDelay_ns=0.48
path_buffers=1
r2r_slack_ns=2.38
crit_arrival_ns=1.13

[min_path]
hold_path_end=ctr[24]$_DFF_PN0_
hold_depth=1
hp-start=ctr[25]$_DFF_PN0_
min_path_type=reg -> reg

-- cells in the mapped netlist, drive strengths merged, types with 2 or more instances --
| cell type | number | share of area |
|---|---|---|
| nand2 | 6 | 0.016 |
| nand3 | 12 | 0.042 |
| nand4 | 8 | 0.035 |
| a21oi | 2 | 0.0070 |
| xnor2 | 7 | 0.043 |
| dfrtp | 27 | 0.47 |
| ha | 2 | 0.018 |
| inv | 5 | 0.013 |
| buf | 3 | 0.030 |
| xor2 | 16 | 0.098 |
| nor3 | 2 | 0.0070 |
| nor4 | 2 | 0.024 |
| nor2 | 29 | 0.12 |
| nor2b | 2 | 0.0088 |
| and3 | 2 | 0.0088 |
-- worst max-delay path by stage --
| stage | cells after the start | from | to |
|---|---|---|---|
| 4_1_cts | 1 | q$_DFFE_PN0P_ | q |
| 5_1_grt | 5 | ctr[8]$_DFF_PN0_ | ctr[23]$_DFF_PN0_ |
| 6_report | 1 | q$_DFFE_PN0P_ | q |
-- area by class of cell --
cell class              instances  area [sq um]
clock buffers                   3         41.29
clock inverters                 1         5.005
fillers                       732          5192
inverters                       5         18.77
multi-input cells             100         688.2
flip-flops and latches         27         675.6
well taps                      80         100.1
repair buffers                  4         35.03
-- routing by layer --
| metal | GRT usage | vias to the layer above |
|---|---|---|
| met5 | 0 | - |
| met4 | 0.005348 | 0 |
| met3 | 0.008125 | 2 |
| met2 | 0.06777 | 10 |
| met1 | 0.07368 | 439 |
| li1 | - | 466 |
-- state kept, by name (all words and copies together), names as in the netlist --
name / count
q: 1
ctr: 26
-- power groups by stage --
stage / Clock, uW / Combinational [uW] / Sequential, uW
CTS: 149 / 56.3 / 295
global route: 154 / 63.7 / 300
finish: 143 / 54.5 / 294
-- stage by stage --
stage          utilization  hold WS [ns]
6_report            0.2315        0.4589
5_1_grt             0.2315        0.4888
4_1_cts             0.2315        0.4566
3_5_place_dp        0.2246        0.4442
3_3_place_gp        0.2246        0.4393
2_1_floorplan            -        0.4142
-- cell families after synthesis --
family / after synthesis / synth area share
xor gates and xnor gates: 23 / 0.1410
and+or+nand+nor: 68 / 0.2907
other: 1 / 0.002624
DFF: 27 / 0.4729
buffers and inverters: 9 / 0.04553
adders and majority gates: 2 / 0.01751
AOI/OAI and AO/OA: 6 / 0.02978
-- cells in the final DEF (no fill, tap or decap) --
| master | count |
|---|---|
| o22a_1 | 1 |
| nor2_4 | 8 |
| o21a_1 | 1 |
| nor4_4 | 1 |
| dfrtp_1 | 27 |
| nor4_2 | 1 |
| or2_2 | 1 |
| clkinv_2 | 1 |
| inv_1 | 5 |
| conb_1 | 1 |
| a211o_1 | 1 |
| nor2b_1 | 2 |
| clkdlybuf4s50_1 | 2 |
| nand3_1 | 12 |
| clkbuf_8 | 3 |
| buf_4 | 2 |
| nand2_1 | 6 |
| nand4_1 | 8 |
| and2_1 | 1 |
| o31ai_1 | 1 |
| nor3_1 | 2 |
| nand4bb_1 | 1 |
| or4_1 | 1 |
| and4_1 | 1 |
| xnor2_1 | 7 |
| xor2_1 | 16 |
| nor2_2 | 2 |
| a21oi_1 | 2 |
| and3_1 | 2 |
| nor2_1 | 19 |
| ha_1 | 2 |
Power figures rest on the tool's default switching activity, not on a simulated workload.
